==> flow/design.v <==
module multiplier_64b_pp (
    input wire iClk,
    input wire iRstN,
    input wire iEn,
    input wire iClr,
    input wire [64-1 : 0] iData0,
    input wire [64-1 : 0] iData1,
    output reg [2*64-1 : 0] oData
);
    reg [64-1:0] prod_ll;
    reg [64-1:0] prod_hl;
    reg [64-1:0] prod_lh;
    reg [64-1:0] prod_hh;
    reg [32-1:0] prod_ll_l;
    reg [32-1:0] prod_hh_h;
    reg [64-1+2:0] sum_mid;
    wire [32-1+1:0] sum_hh_mid;
    assign sum_hh_mid = prod_hh_h + sum_mid[64-1+2:64];
    always@(posedge iClk or negedge iRstN) begin
        if (~iRstN) begin
            prod_ll <= 0;
            prod_hl <= 0;
            prod_lh <= 0;
            prod_hh <= 0;
            prod_ll_l <= 0;
            prod_hh_h <= 0;
            sum_mid <= 0;
            oData <= 0;
        end else begin
            if (iClr) begin
                prod_ll <= 0;
                prod_hl <= 0;
                prod_lh <= 0;
                prod_hh <= 0;
                prod_ll_l <= 0;
                prod_hh_h <= 0;
                sum_mid <= 0;
                oData <= 0;
            end else begin
                if (iEn) begin
                    prod_ll <= iData0[32-1:0] * iData1[32-1:0];
                    prod_hl <= iData0[64-1:32] * iData1[32-1:0];
                    prod_lh <= iData0[32-1:0] * iData1[64-1:32];
                    prod_hh <= iData0[64-1:32] * iData1[64-1:32];
                    prod_ll_l <= prod_ll[32-1:0];
                    prod_hh_h <= prod_hh[64-1:32];
                    sum_mid <= prod_hl + prod_lh + {prod_hh[32-1:0], prod_ll[64-1:32]};
                    oData <= {sum_hh_mid[32-1:0], sum_mid[64-1:0], prod_ll_l};
                end else begin
                    prod_ll <= prod_ll;
                    prod_hl <= prod_hl;
                    prod_lh <= prod_lh;
                    prod_hh <= prod_hh;
                    prod_ll_l <= prod_ll_l;
                    prod_hh_h <= prod_hh_h;
                    sum_mid <= sum_mid;
                    oData <= oData;
                end
            end
        end
    end
endmodule
==> flow/run.sh <==
#!/bin/bash
# OpenROAD 26Q1-2900-gdf79404cd8, Yosys 0.63+post, stock flow scripts
make -C /OpenROAD-flow-scripts/flow DESIGN_CONFIG=/design/flow/config.mk WORK_HOME=/design/flow/orfs finish
==> flow/config.mk <==
export PLATFORM = sky130hd
export DESIGN_NAME = multiplier_64b_pp
export DESIGN_NICKNAME = multiplier_64b_pp
export VERILOG_FILES = /design/flow/design.v
export SDC_FILE = /design/flow/constraint.sdc
export NUM_CORES = 4
export LEC_CHECK = 1
export CORE_UTILIZATION = 50
==> flow/constraint.sdc <==
current_design multiplier_64b_pp

set clk_period 24.7
set clk_io_pct 0.2

create_clock -name clk0 -period $clk_period [get_ports {iClk}]

set non_clock_inputs [all_inputs -no_clocks]
set_input_delay [expr $clk_period * $clk_io_pct] -clock clk0 $non_clock_inputs
set_output_delay [expr $clk_period * $clk_io_pct] -clock clk0 [all_outputs]
==> impl_metrics.tcl <==
# collected from the flow reports
set metrics [dict create \
    overflow 0 \
    ys_sh_xor_pct 1.72 \
    cts_tree "yes" \
    clk_pin_slew_worst_paths_ns 0.06 \
    htreeDepth 2 \
    drt-initial-drc-count 5188 \
    critPathMaxFanout 32 \
    fp_util_pct 50.3 \
    die_w_um 565 \
    cp.required_ns 25.22 \
    hp-class "reg -> reg" \
    grt_pass1_vias 122000 \
    hold_viol 0 \
    drv_cap 0 \
    cts_resized 0 \
    yosys_warnings 1 \
    yosysTopAreaCellShare_pct 46.1 \
    skew_ns 0.0540 \
    dpl.hpwl_um 380000 \
    status "finished, final reports clean" \
    critical_path_class "in -> reg" \
    min_period_ns 13.18 \
    crit_path_start_kind "input port" \
    grt_use_total_pct 34.3 \
    finalSetupViolCount 0 \
    topCombFamilyByArea "adder cells" \
    yosys-stat-area_sq_um 159000 \
    syn_to_final_growth_pct 4.63 \
    grt_max_degree 108 \
    yosys_cells 17200 \
    io_buffers 259 \
    top_cell "fa_1" \
    synth-edff-count 0 \
    yosysUniqueCellTypes 101 \
    async_flop_share_pct 100 \
    cp-end-kind "flop" \
    clk_path_buf_depth 3 \
    cts_buffers 61 \
    ctsHoldBuffers 0 \
    common_cells "fa_1 (3650), inv_1 (3455), and2_1 (2379)" \
    die_h_um 565 \
    ys_ff 514 \
    ys_sh_simple_pct 17.2 \
    rr_worst_depth 12 \
    die_area_sq_um 319000 \
    ys_sh_adder_pct 54.9 \
    antenna_found_initial 33 \
    coreArea_sq_um 315000 \
    clkSinkCount 514 \
    cts_root_buf "clkbuf_16" \
    dr.pass1.iters 5 \
    top_area_cell "fa_1" \
    finalClockPeriodUsage_pct 53.4 \
    post-cts-setup-buffer-count 0 \
    reg2reg_slack_ns 20.54 \
    ys_seq_share_pct 8.11 \
    mux_area_share_pct 1.70 \
    max_slew_margin_pct 35.5 \
    endpoint "prod_hl[53]" \
    wirelength_um 486000 \
    post_synth.cell_area_avg_sq_um 9.20 \
    drive_gt1_share_pct 3.64 \
    vias_per_cell 5.42 \
    flop_cell "dfrtp_1" \
    maxSlewViolCount 0 \
    critPathLaunch "iData0[32]" \
    placementRows 206 \
    drc 0 \
    compound_area_share_pct 5.39 \
    ant_nets 0 \
    tns_ns 0 \
    reg2reg_from "prod_hl[32]" \
    worstPathArrival_ns 13.70 \
    syn_area_sq_um 159000 \
    wire_per_inst_um 23.2 \
    syn_inst 17200 \
    num_vias 113000 \
    globalplace.congestion 1.01 \
    timing.rr.end "sum_mid[63]" \
    clock_latency_ns 0.71 \
    warnings 29 \
    fmax_ghz 0.0759 \
    rsz0062_at_grt "false" \
    worst_pin_slew_ns 0.961 \
    topCellsByArea "fa_1 (46%), and2_1 (9.4%), ha_1 (8.8%)" \
    grt_pass1_wl_um 755000 \
    io_pins 260 \
]
==> routing by layer <==
layer	track usage (%)	part of all wire (%)	vias to the layer above
li1	-	-	50100
met1	46.7	37	58300
met2	50.9	47	4251
met3	12.3	9.2	855
met4	17.8	7.1	12
met5	0.446	0.052	-
==> cells in the final DEF (no fill, tap or decap), types with 211 or more instances in the layout <==
cell type	instances
a21o_1	211
a21oi_1	369
and2_1	2379
buf_4	320
dfrtp_1	514
fa_1	3650
ha_1	1117
inv_1	3455
mux2i_1	270
nand2_1	2100
nor2_1	520
o21ai_0	292
==> stage by stage <==
| step | cell area (sq um) | util, % | hold WS, ns | cells | setup slack, ns |
|---|---|---|---|---|---|
| after floorplan | 159000 | - | 0.426 | 17200 | 12.59 |
| after CTS | 166000 | 52.6 | 0.487 | 20900 | 11.58 |
| after detailed placement | 164000 | 52.0 | 0.471 | 20800 | 10.90 |
| after global placement | 164000 | 52.0 | 0.467 | 20800 | 10.88 |
| final | 166000 | 52.6 | 0.484 | 20900 | 11.52 |
| after global routing | 166000 | 52.6 | 0.503 | 20900 | 11.29 |
==> layout make-up <==
cell class | instances | area (sq um)
fill | 29100 | 149000
multi-input combinational | 12100 | 128000
inverter | 3456 | 13000
sequential | 514 | 12900
tap | 4160 | 5200
timing repair buffer | 580 | 4390
clock buffer | 82 | 1740
clock inverter | 25 | 279
antenna | 21 | 52.6
==> worst min path at each step <==
| stage | start | end | slack [ns] | cells past startpoint |
|---|---|---|---|---|
| CTS | sum_mid[38] | sum_mid[38] | 0.49 | 2 |
| global route | sum_mid[29] | sum_mid[29] | 0.50 | 2 |
| finish | sum_mid[59] | sum_mid[59] | 0.48 | 2 |
==> flip-flops by register name, indices dropped and copies added, names as in the netlist <==
| name | cells |
|---|---|
| prod_ll | 64 |
| sum_mid | 66 |
| prod_lh | 64 |
| oData | 128 |
| prod_hh_h | 32 |
| prod_hl | 64 |
| prod_ll_l | 32 |
| prod_hh | 64 |
==> critical path: stages <==
cell,delay (ns)
buf_2,0.08
buf_4,0.38
buf_4,0.46
buf_4,0.50
nand2_1,0.15
fa_1,0.47
fa_1,0.49
inv_1,0.05
fa_1,0.44
fa_1,0.54
fa_1,0.47
fa_1,0.42
fa_1,0.57
fa_1,0.45
ha_1,0.44
a21oi_1,0.23
o21ai_0,0.17
a21oi_1,0.15
nor2_1,0.06
a2111oi_0,0.49
o211ai_1,0.34
a31o_2,0.37
a31oi_1,0.65
xor2_1,0.19
o21ai_0,0.09
==> cells by family (layout without fill, tap and decap cells) <==
logic type,count (synthesis),in the layout
AOI/OAI and AO/OA,1324,1324
xor gates and xnor gates,312,312
adders and majority gates,4767,4767
buffers and inverters,4606,4143
DFF,514,514
muxes,270,270
other,0,21
and+or+nand+nor,5433,5433
