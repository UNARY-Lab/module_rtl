**flow/design.v**
```verilog
module mod_accumulator #(
    parameter BITWIDTH = 32
)(
    input wire iClk,
    input wire iRstN,
    input wire iEn,
    input wire iClr,
    input wire [BITWIDTH-1 : 0] iData,
    input wire [BITWIDTH-1 : 0] iMod,
    output reg [BITWIDTH-1 : 0] oData
);
    wire [BITWIDTH : 0] oSum;
    assign oSum = iData + oData;
    always@(posedge iClk or negedge iRstN) begin
        if (~iRstN) begin
            oData <= 0;
        end else begin
            if (iClr) begin
                oData <= 0;
            end else begin
                if (iEn) begin
                    oData <= (oSum < iMod) ? oSum[BITWIDTH-1 : 0] : (oSum - iMod);
                end else begin
                    oData <= oData;
                end
            end
        end
    end
endmodule
```
**flow/constraint.sdc**
```tcl
current_design mod_accumulator

set clk_period 17.7
set clk_io_pct 0.2

create_clock -name clk0 -period $clk_period [get_ports {iClk}]

set non_clock_inputs [all_inputs -no_clocks]
set_input_delay [expr $clk_period * $clk_io_pct] -clock clk0 $non_clock_inputs
set_output_delay [expr $clk_period * $clk_io_pct] -clock clk0 [all_outputs]
```
**flow/config.mk**
```make
export PLATFORM = sky130hd
export DESIGN_NAME = mod_accumulator
export DESIGN_NICKNAME = mod_accumulator
export VERILOG_FILES = /design/flow/design.v
export SDC_FILE = /design/flow/constraint.sdc
export NUM_CORES = 4
export LEC_CHECK = 1
export CORE_UTILIZATION = 50
```
**flow/run.sh**
```bash
#!/bin/bash
# OpenROAD 26Q1-2900-gdf79404cd8, Yosys 0.63+post, stock flow scripts
make -C /OpenROAD-flow-scripts/flow DESIGN_CONFIG=/design/flow/config.mk WORK_HOME=/design/flow/orfs finish
```
==> results_slide.txt <==
Physical Implementation Snapshot

Timing
  – Tmin final: 8.94 ns
  – FMAX: 0.112 GHz
  – Worst slew pin tran: 0.907 ns
  – Slew HR: 0.395
  – Worst Clk Skew: 0.00337 ns
  – TNS Setup: 0 ns
  – Fin. max-slew vios: 0
  – Setup-failing EPs final: 0
  – Unrepaired setup endpoints after global routing: no
  – PnR worst setup slack: 8.76 ns
  – Cycle use final: 0.505
  – Hold Fails Final Rpt: 0

CTS
  – Clk buf depth: 2
  – Worst-Skew Late Latency: 0.28 ns
  – Post-CTS setup buffer count: 0
  – Cts bufs inserted: 5
  – Clock Sinks: 32
  – CTS tree: yes
  – Root Buffer: clkbuf_8
  – Post-CTS Hold Fix Bufs: 0
  – Clock transition at the registers of the reported paths: 0.06 ns
  – PostCTS Resize Cnt: 0
  – H-tree Lvls: 2

Cells and area
  – Register with the most flip-flops: oData
  – Layout cells sized above 1: 0.0330
  – Layout area overhead: 24.0%
  – Regs by FF count: oData: 32 flops
  – Max reg flops: 32

Placed design
  – RePlAce Congestion: 0.975
  – Port-buffer cells: 99
  – Post-place setup slack: 8.55 ns
  – DP HPWL: 11800 um

Die
  – Boundary Pins: 100
  – Init Core Util: 0.514
  – Die W: 102 um
  – Die Y: 102 um
  – Rows: 36
  – Core ar.: 0.00973 sq mm
  – Die ar.: 0.0104 sq mm

Worst setup path
  – CP cell instances: clkdlybuf4s50_1, ha_1, inv_1, fa_1, nand2b_1, a21o_1, a211oi_1, o2111ai_1, a31oi_1, a31o_2, a221oi_1, xnor2_1, ha_1, nand4_1, or4_1, o21ba_2, o221a_1, or3b_1, a311oi_2
  – Worst Path Class, Setup: in2reg
  – Crit. End Element: register
  – Slack of the worst reg-to-reg path: 12.05 ns
  – Crit path launch type: input pin
  – Slowest stage cell, crit path: o221a_1
  – Length in cells of the worst reg-to-reg path: 18
  – CP most frequent cell: ha_1
  – Slowest stage delay, CP: 0.56 ns
  – Critical path buffers and inverters: 2
  – Cell family with the largest share of critical-path delay: AND-OR/OR-AND gates
  – CP Data Required Time: 17.89 ns
  – Reg2reg start: oData[0]$_DFFE_PN0P_
  – Crit path DAT: 9.13 ns
  – CP max FO: 25
  – Crit Reg-Reg Endpoint: oData[24]$_DFFE_PN0P_

Logic synthesis
  – Async SR Flop Fraction: 1.00
  – Yosys simple share: 0.194
  – Cell area after synthesis: 0.00500 sq mm
  – Most frequent cells after synthesis: 79 x nand2_1, 66 x nor2_1, 64 x a21oi_1, 64 x ha_1, 45 x inv_1
  – Syn_area_per_cell: 7.45 sq um
  – Ys Warns: 1
  – Yosys top cell by area: dfrtp_1
  – Top cell area share: 0.160
  – # Cells Yosys: 671
  – Cells after synthesis: 671
  – Yosys xor share: 0.0981
  – Number of enable flip-flop cells: 0
  – Top cells, area: dfrtp_1 16%, ha_1 16%, a21oi_1 6.4%, xnor2_1 6.1%, nand2_1 5.9%
  – Flops after synth: 32
  – Adder Share, Synth: 0.168
  – Yosys top cell by instances: nand2_1
  – Top non-seq family: AND-OR/OR-AND gates
  – Synth mux share: 0.0125
  – Top FF cell, synth: dfrtp_1
  – YS chip area: 0.00500 sq mm
  – Register area share after synthesis: 0.160
  – Post-Synth AOI/OAI Area: 0.310
  – Synth cell types: 61

Route
  – Drt wl/cell: 16.0 um
  – Drt drc: 0
  – Post-Route WL: 14300 um
  – Antenna Diode Count: 0
  – 1st-iter DRT viols: 321
  – Via density: 5.79
  – Detailed-route via count: 5150
  – DR pass1 iterations: 5
  – Final antenna-violating net count: 0

Global route
  – GRT Util Overall: 0.285
  – Vias in the first global route: 4458
  – First-pass GRT wire length: 22400 um
  – Overflow after GRT: 0
  – Largest net degree at the start of global routing: 45
  – Initial antenna violation count: 0

Pwr
  – PD cells: 225 mW/mm^2
  – Static leakage: 0.00285 uW
  – VDD IR max: 0.131 mV

Hold path
  – Hold Path Cell Cnt: 2
  – HP Class: reg2reg
  – Hold path startpoint: oData[31]$_DFFE_PN0P_
  – Hold path endpoint: oData[31]$_DFFE_PN0P_

Flow run
  – Max_cap viols: 0
  – OpenROAD warnings: 26

Status
  – Status: finished, final reports clean
-- power by group --
part	internal (uW)	switching, uW
clock network	49.6	25.1
logic	506	678
registers	103	37.4
-- logic make-up after synthesis --
kind of cell,after synthesis
compound gates,226
fa+ha+maj,66
buf+inv,71
xor+xnor,56
flops,32
mux,6
simple gates,214
-- worst reg2reg max path, cell delays in order, from the launching register on --
cell	delay (ns)
dfrtp_1	0.41
ha_1	0.23
inv_1	0.07
fa_1	0.39
nand2b_1	0.17
a21o_1	0.20
a211oi_1	0.36
o2111ai_1	0.25
a31oi_1	0.34
a31o_2	0.21
a221oi_1	0.08
xnor2_1	0.35
ha_1	0.31
nand4_1	0.14
or4_1	0.53
o21ba_2	0.24
o221a_1	0.56
or3b_1	0.50
a311oi_2	0.23
-- cell usage in the layout (no fill, tap or decap), types with 12 or more instances in the layout --
| cell type | Yosys | layout |
|---|---|---|
| xnor2_1 | 35 | 35 |
| o21ai_0 | 28 | 28 |
| a21oi_1 | 64 | 64 |
| xor2_1 | 21 | 21 |
| inv_1 | 45 | 45 |
| a21o_1 | 30 | 30 |
| a311oi_1 | 14 | 14 |
| nor2_1 | 66 | 66 |
| ha_1 | 64 | 64 |
| o211ai_1 | 12 | 12 |
| clkdlybuf4s50_1 | 0 | 99 |
| a211oi_1 | 17 | 17 |
| dfrtp_1 | 32 | 32 |
| nand4_1 | 13 | 13 |
| nand2_1 | 79 | 79 |
-- metrics by stage --
step | power [uW] | instances | hold slack [ns] | utilization | cell area (sq um)
2_1_floorplan | 998 | 671 | 0.490 | - | 5000
3_3_place_gp | 1300 | 882 | 0.575 | 0.625 | 6080
3_5_place_dp | 1300 | 882 | 0.580 | 0.625 | 6080
4_1_cts | 1380 | 890 | 0.591 | 0.638 | 6200
5_1_grt | 1540 | 890 | 0.609 | 0.638 | 6200
6_report | 1400 | 890 | 0.587 | 0.638 | 6200
-- layout make-up --
| class | count | area [sq um] |
|---|---|---|
| Clock buffer | 7 | 96.3 |
| Clock inverter | 1 | 30.0 |
| Fill cell | 881 | 3530 |
| Inverter | 46 | 173 |
| Multi-Input combinational cell | 568 | 3920 |
| Sequential cell | 32 | 801 |
| Tap cell | 133 | 166 |
| Timing Repair Buffer | 103 | 1020 |
-- how the worst max path moves through the flow --
| stage | start | endpoint | slack, ns | depth (start not counted) |
|---|---|---|---|---|
| after global routing | iData[0] | oData[1]$_DFFE_PN0P_ | 8.47 | 20 |
| after CTS | iData[0] | oData[24]$_DFFE_PN0P_ | 8.84 | 19 |
| final | iData[0] | oData[24]$_DFFE_PN0P_ | 8.76 | 19 |
-- layer usage --
layer,GRT usage,part of all wire,vias to the layer above
li1,-,-,2649
met1,0.510,0.54,2328
met2,0.358,0.36,163
met3,0.0584,0.086,10
met4,0.0231,0.0098,0
met5,0,0,-
Power figures rest on the tool's default switching activity, not on a simulated workload.
